==> design/flow/run.sh <==
#!/bin/bash
# OpenROAD 26Q1-2900-gdf79404cd8, Yosys 0.63+post, stock flow scripts
make -C /OpenROAD-flow-scripts/flow DESIGN_CONFIG=/design/flow/config.mk WORK_HOME=/design/flow/orfs finish
==> design/flow/config.mk <==
export PLATFORM = sky130hd
export DESIGN_NAME = example
export DESIGN_NICKNAME = example
export VERILOG_FILES = /design/flow/design.v
export SDC_FILE = /design/flow/constraint.sdc
export NUM_CORES = 4
export LEC_CHECK = 1
export CORE_AREA = 10 10 109 109
export DIE_AREA = 0 0 119 119
export SYNTH_HDL_FRONTEND = slang
==> design/flow/constraint.sdc <==
current_design example

set clk_period 2.2
set clk_io_pct 0.2

create_clock -name clk0 -period $clk_period [get_ports {clk}]

set non_clock_inputs [all_inputs -no_clocks]
set_input_delay [expr $clk_period * $clk_io_pct] -clock clk0 $non_clock_inputs
set_output_delay [expr $clk_period * $clk_io_pct] -clock clk0 [all_outputs]
==> design/flow/design.v <==
module debouncer(clk, rst, bouncy_in, debounced_out);
parameter BOUNCE_TICKS = 10;
input wire clk, rst;
input wire bouncy_in;
output logic debounced_out;
enum logic [1:0] {
  S_0 = 2'b00,
  S_MAYBE_1 = 2'b01,
  S_1 = 2'b10,
  S_MAYBE_0 = 2'b11
} state;
logic [$clog2(BOUNCE_TICKS):0] counter;
always_comb begin : output_logic
  case(state)
    S_0, S_MAYBE_1 : begin 
      debounced_out = 0;
    end
    S_1, S_MAYBE_0 : debounced_out = 1;
    default: debounced_out = 1'bx;
  endcase
end
always_ff @(posedge clk) begin : fsm_logic
  if (rst) begin
    state <= S_0;
  end else begin
    case(state)
      S_0 : begin
        if(bouncy_in) begin
          counter <= 0;
          state <= S_MAYBE_1;
        end
      end
      S_MAYBE_1 : begin
        counter <= counter + 1;
        if(counter == (BOUNCE_TICKS - 1)) begin
          if(bouncy_in) state <= S_1;
          else state <= S_0;
        end
      end
      S_1 : begin
        if(~bouncy_in) begin
          counter <= 0;
          state <= S_MAYBE_0;
        end
      end
      S_MAYBE_0 : begin
        counter <= counter + 1;
        if(counter == (BOUNCE_TICKS - 1)) begin
          if(bouncy_in) state <= S_1;
          else state <= S_0;
        end
      end
      default : state <= S_0;  
    endcase
  end
end
endmodule
module edge_detector(clk, rst, signal, rise, fall);
input wire clk, rst, signal;
output logic rise, fall;
logic old;
always_ff @( posedge clk) begin : edgeDetector
  if (rst) begin
    old <= 0;
  end else begin
    old <= signal;
  end
  if (old != signal) begin
    if (signal) begin
      rise <= 1;
      fall <= 0;
    end else begin
      fall <= 1;
      rise <= 0;
    end
  end else begin
    rise <= 0;
    fall <= 0;
  end
end
endmodule
`default_nettype none  
module example(
  clk, buttons, rgb, leds
);
parameter CLK_HZ = 12_000_000;  
parameter BOUNCE_TICKS = 250;
parameter CLK_PERIOD_NS = (1_000_000_000/CLK_HZ);  
parameter PWM_PERIOD_US = 100; 
parameter PWM_WIDTH = 4;
parameter PERIOD_MS_FADE = 100;
parameter PWM_TICKS = CLK_HZ*PWM_PERIOD_US/1_000_000;  
parameter human_divider = 23;  
input wire clk;
input wire [1:0] buttons;
logic rst; always_comb rst = buttons[0];  
output logic [2:0] rgb;
logic [2:0] rgb_inv;
always_comb rgb = ~rgb_inv;
output logic [1:0] leds;
always_comb leds[1] = buttons[1];
wire dbg;
debouncer #(.BOUNCE_TICKS(BOUNCE_TICKS)) DEBOUNCER(clk, rst, buttons[1], leds[0]);
led_example #(.BOUNCE_TICKS(BOUNCE_TICKS)) LED_STATE_MACHINE(clk, rst, buttons[1], rgb_inv[0], rgb_inv[1], rgb_inv[2], dbg);
endmodule
`default_nettype wire  
module led_example(clk, rst, btn, red, blue, green, dbg);
parameter BOUNCE_TICKS = 1000;
input wire clk, rst, btn;
output logic red, green, blue, dbg;
enum logic [1:0] {R, G, B} state;
logic debounced, rise_edge, fall;
always_comb dbg = debounced;
debouncer #(.BOUNCE_TICKS(BOUNCE_TICKS)) DEBOUNCE(clk, rst, btn, debounced);
edge_detector EDGE(clk, rst, debounced, rise_edge, fall);  
always_ff @( posedge clk ) begin : stateMachine
  if (rst) begin
    state <= R;
  end else if (rise_edge) begin
    case (state)
      R: state <= G;
      G: state <= B;
      B: state <= R;
      default: state <= R;
    endcase
  end
end
always_comb begin : ledDriver
  case (state)
    R: begin red = 1; green = 0; blue = 0; end
    G: begin red = 0; green = 1; blue = 0; end
    B: begin red = 0; green = 0; blue = 1; end
    default: begin red = 0; green = 0; blue = 0; end
  endcase
end
endmodule
==> flow_metrics.py <==
# Physical implementation metrics
metrics = {
    "sta": {
        "max_freq_mhz": 550,
        "final_max_slew_viol_count": 0,
        "grt_setup_unrepaired": "no",
        "finalClockPeriodUsage": 0.826,
        "worst_slack_ns": 0.383,
        "worstMarginPinSlew_ns": 0.775,
        "timing_hold_violations_final": 0,
        "fin_tns_setup_ns": 0,
        "whs_ns": 0.386,
        "report.final.setup_viol": 0,
        "relSlewSlack": 0.481,
        "final.setup_skew_ns": 0.00433,
        "final.min_clock_period_ns": 1.82,
    },
    "min_path": {
        "whs_endpoint": "LED_STATE_MACHINE.EDGE.rise",
        "worst_hold_path_type": "reg2reg",
        "worst_hold_path_depth": 1,
        "worstHoldStart": "LED_STATE_MACHINE.EDGE.old",
    },
    "synth": {
        "netlist_top_cells_area": "sky130_fd_sc_hd__edfxtp_1 38%, sky130_fd_sc_hd__dfxtp_1 18%, sky130_fd_sc_hd__nor2_1 5.3%",
        "ys.flop_type": "sky130_fd_sc_hd__edfxtp_1",
        "edf_count": 18,
        "yosys.cell_count.top_type": "sky130_fd_sc_hd__nor2_1",
        "seq_area_frac_synth": 0.562,
        "synth.distinct_cells": 28,
        "yosys_warnings": 0,
        "synth.ff_latch_count": 31,
        "postSynth.asyncResetShare": 0,
        "synth.top_cell.area_share": 0.379,
        "synth-cells-yosys": 136,
        "yosys-stat-area_um2": 1430,
        "syn-instance-count": 136,
        "synth.cells.most_frequent": "20 x sky130_fd_sc_hd__nor2_1, 18 x sky130_fd_sc_hd__edfxtp_1, 13 x sky130_fd_sc_hd__dfxtp_1",
        "syn-cell-area_um2": 1430,
        "post_synth.cell_area_avg_um2": 10.5,
        "netlist.top_cell.by_area": "sky130_fd_sc_hd__edfxtp_1",
    },
    "die": {
        "fp.dieArea_um2": 14200,
        "boundary_pin_count": 8,
        "core_um2": 9640,
        "rows": 36,
        "floorplan.core_util": 0.148,
        "die_w_um": 119,
        "floorplan.die.height_um": 119,
    },
    "power": {
        "cell_internal_pwr_uw": 1010,
        "power.leakage_uw": 0.000590,
        "power.density_nw_per_um2": 728,
        "seq_power_share": 0.524,
        "comb_power_share": 0.070,
        "power.ir.vdd_worst_v": 0.000208,
        "netSwitchingFraction": 0.217,
        "clockPowerShare": 0.406,
        "switching_power_uw": 279,
    },
    "cells_and_area": {
        "final_design_area_no_fill_um2": 1770,
        "layout.cells.non_filler": 281,
        "register_area_um2": 801,
        "fill_cells": 1072,
        "footprint_of_the_multi_input_gates_um2": 564,
        "area_growth_pct": 24.0,
        "layout-drive-gt1-share": 0.122,
    },
    "cts": {
        "postCtsHoldBufs": 0,
        "cts_max_path_buffers": 2,
        "clock_sink_count": 31,
        "tritoncts_clock_tree": "yes",
        "cts_inserted_buffers": 5,
        "clk_pin_slew_ns": 0.06,
        "post_cts_resized": 0,
        "clock_latency_ns": 0.28,
        "cts.htree.levels": 2,
        "number_of_post_cts_setup_repair_buffers": 0,
        "cts_root_buffer": "sky130_fd_sc_hd__clkbuf_8",
    },
    "run": {
        "stage_log_warnings": 27,
        "cap_viol_max_count": 0,
    },
    "route": {
        "total_iterations_of_the_first_detailed_routing_run": 4,
        "drc": 0,
        "insertedDiodeCount": 0,
        "avgRoutedWirePerCell_um": 8.46,
        "routed-via-count": 971,
        "drt_wl_total_mm": 2.38,
        "dr.first_iter.drc_count": 34,
        "ant_nets": 0,
        "routed_via_density": 3.46,
    },
    "critical_path": {
        "end_kind": "output port",
        "reg2reg_setup_slack_ns": 0.66,
        "arrival_ns": 1.38,
        "critical_path.cell_chain": "clkdlybuf4s50_1, clkdlybuf4s50_1",
        "rr_startpoint": "DEBOUNCER.counter[0]",
        "crit_path_max_incr_delay_ns": 0.47,
        "path_max_fanout": 2,
        "r2r_cells": 4,
        "worst_path_dominant_cell_family": "buffers and inverters",
        "cpMaxStageDelayCell": "sky130_fd_sc_hd__clkdlybuf4s50_1",
        "worstSetupStartpointType": "input pin",
        "cp_common_cell": "sky130_fd_sc_hd__clkdlybuf4s50_1",
        "worstReg2RegEnd": "DEBOUNCER.counter[8]",
        "critical_path_type": "in2out",
        "data_required_time_of_the_worst_path_ns": 1.76,
        "critical_path_buf_inv_count": 2,
    },
    "placed_design": {
        "number_of_instances_in_the_placed_design": 273,
        "place_ws_ns": 0.304,
        "place_hpwl_mm": 1.70,
        "gp_congestion": 0.758,
        "placed_area_um2": 1650,
        "io_buffer_count": 7,
    },
    "global_routing": {
        "track_usage": 0.0355,
        "first_pass_grt_wire_length_mm": 4.31,
        "grt_max_degree": 12,
        "antenna_found_initial": 0,
        "grt_pass1_vias": 948,
        "globalRoute.totalOverflow": 0,
    },
    "status": {
        "outcome": "completed",
    },
}
==> cell families (layout without fill, tap and decap cells) <==
kind of cell	Yosys count	count (layout)	synth area share
DFF	31	31	0.562
xor gates and xnor gates	6	6	0.0369
adders and majority gates	4	4	0.0351
AOI/OAI and AO/OA	27	27	0.126
buffers and inverters	14	26	0.0421
and+or+nand+nor	52	52	0.184
muxes	2	2	0.0140
==> worst max-delay path by stage <==
stage / startpoint / end / depth (start not counted)
finish: buttons[1] / leds[1] / 2
global route: buttons[1] / leds[1] / 2
CTS: buttons[1] / leds[1] / 2
==> layer usage <==
metal / track usage / share of wire
met2: 0.0564 / 0.43
met4: 0.00611 / 0.021
met1: 0.0433 / 0.48
met3: 0.0177 / 0.061
met5: 0 / 0
==> flip-flops by register name, indices dropped and copies added (netlist names) <==
| signal | flops |
|---|---|
| DEBOUNCER.counter | 9 |
| LED_STATE_MACHINE.EDGE.old | 1 |
| DEBOUNCER.state | 4 |
| LED_STATE_MACHINE.EDGE.rise | 1 |
| LED_STATE_MACHINE.DEBOUNCE.state | 4 |
| LED_STATE_MACHINE.DEBOUNCE.counter | 9 |
| LED_STATE_MACHINE.state | 3 |
==> stage by stage <==
step	total power, µW	util
5_1_grt	1350	0.183
3_5_place_dp	776	0.172
2_1_floorplan	748	-
3_3_place_gp	773	0.172
6_report	1290	0.183
4_1_cts	1300	0.183
==> layout by cell type (no fill, tap or decap), types with 6 or more instances in the layout <==
master                            instances
sky130_fd_sc_hd__nor2_1                  20
sky130_fd_sc_hd__edfxtp_1                18
sky130_fd_sc_hd__dfxtp_1                 13
sky130_fd_sc_hd__inv_1                    8
sky130_fd_sc_hd__o21ai_0                  8
sky130_fd_sc_hd__a21oi_1                  8
sky130_fd_sc_hd__nand2_1                  7
sky130_fd_sc_hd__clkdlybuf4s50_1          7
sky130_fd_sc_hd__nand3_1                  6
sky130_fd_sc_hd__or3_1                    6
sky130_fd_sc_hd__clkbuf_8                 6
==> cell type report <==
type	instances	area share
sequential	31	0.453
multi-input combinational	91	0.319
tap	133	0.0942
clock buffer	7	0.0609
timing repair buffer	10	0.0524
inverter	8	0.0170
clock inverter	1	0.00283
==> power groups by stage <==
stage         Combinational (µW)  Sequential [µW]  Clock [µW]
CTS                         91.1              673         537
global route                 103              678         569
finish                      90.2              673         522
Power figures rest on the tool's default switching activity, not on a simulated workload.
