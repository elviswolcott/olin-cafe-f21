==> /design/flow/run.sh <==
#!/bin/bash
# OpenROAD 26Q1-2900-gdf79404cd8, Yosys 0.63+post, stock flow scripts
make -C /OpenROAD-flow-scripts/flow DESIGN_CONFIG=/design/flow/config.mk WORK_HOME=/design/flow/orfs finish
==> /design/flow/config.mk <==
export PLATFORM = sky130hd
export DESIGN_NAME = main
export DESIGN_NICKNAME = main
export VERILOG_FILES = /design/flow/design.v
export SDC_FILE = /design/flow/constraint.sdc
export NUM_CORES = 4
export LEC_CHECK = 1
export CORE_UTILIZATION = 40
export SYNTH_HDL_FRONTEND = slang
==> /design/flow/constraint.sdc <==
current_design main

set clk_period 4.9
set clk_io_pct 0.2

create_clock -name clk0 -period $clk_period [get_ports {clk}]

set non_clock_inputs [all_inputs -no_clocks]
set_input_delay [expr $clk_period * $clk_io_pct] -clock clk0 $non_clock_inputs
set_output_delay [expr $clk_period * $clk_io_pct] -clock clk0 [all_outputs]
==> /design/flow/design.v <==
module adder_2_bit(a, b, y, c);
input wire [1:0] a;
input wire [1:0] b;
output logic [1:0] y;
output logic c;
wire c_1;
half_adder half(a[0], b[0], y[0], c_1);
full_adder full(a[1], b[1], c_1, y[1], c);
endmodule
module adder_3_bit(a, b, y, c);
input wire [2:0] a;
input wire [2:0] b;
output logic [2:0] y;
output logic c;
wire c_1;
adder_2_bit start(a[1:0], b[1:0], y[1:0], c_1);
full_adder full(a[2], b[2], c_1, y[2], c);
endmodule
module adder_4_to_1(in, out);
  input wire [3:0] in;
  output logic [2:0] out;
  wire [3:0] half_out;
  half_adder A(in[0], in[1], half_out[0], half_out[1]);
  half_adder B(in[2], in[3], half_out[2], half_out[3]);
  adder_2_bit C(half_out[1:0], half_out[3:2], out[1:0], out[2]);
endmodule
module adder_8_to_1(in, out);
  input wire [7:0] in;
  output logic [3:0] out;
  wire [5:0] layer_out;
  adder_4_to_1 A(in[3:0], layer_out[2:0]);
  adder_4_to_1 B(in[7:4], layer_out[5:3]);
  adder_3_bit C(layer_out[2:0], layer_out[5:3], out[2:0], out[3]);
endmodule
`default_nettype none
module conway_cell(clk, rst, ena, state_0, state_d, state_q, neighbors);
  input wire clk;
  input wire rst;
  input wire ena;
  input wire state_0;
  output logic state_d;
  output logic state_q;
  logic next_state;
  input wire [7:0] neighbors;
  logic [3:0] live;
  adder_8_to_1 COUNT(neighbors, live);
  always_comb begin : input_logic
    next_state = (~live[3] & ~live[2] & live[1]) & ((state_q & ~live[0]) | live[0]);  
    state_d = ~rst ? (ena ? next_state : state_q) : state_0;  
  end
  always_ff @(posedge clk ) begin : D_flip_flop
    state_q <= state_d;
  end
endmodule
module decoder_1_to_2(ena, in, out);
input wire ena;
input wire in;
output logic [1:0] out;
always_comb begin
  out[1] = ena & in;
  out[0] = ena & ~in;
end
endmodule
module decoder_2_to_4(ena, in, out);
  input wire ena;
  input wire [1:0] in;
  output logic [3:0] out;
  wire [1:0] eno;
  decoder_1_to_2 en(ena, in[1], eno);
  decoder_1_to_2 d1(eno[1], in[0], out[3:2]);
  decoder_1_to_2 d0(eno[0], in[0], out[1:0]);
endmodule
module decoder_3_to_8(ena, in, out);
  input wire ena;
  input wire [2:0] in;
  output logic [7:0] out;
  wire [1:0] eno;
  decoder_1_to_2 en(ena, in[2], eno);
  decoder_2_to_4 d1(eno[1], in[1:0], out[7:4]);
  decoder_2_to_4 d0(eno[0], in[1:0], out[3:0]);
endmodule
module half_adder(a, b, y, c);
input wire a;
input wire b;
output logic y;
output logic c;
always_comb begin
  y = a ^ b;
  c = a & b;
end
endmodule
`default_nettype none  
module led_array_driver(ena, x, cells, rows, cols);
  parameter N=8;  
  parameter ROWS=N;
  parameter COLS=N;
  input wire ena;
  input wire [$clog2(N):0] x;
  input wire [N*N-1:0] cells;
  output logic [N-1:0] rows;
  output logic [N-1:0] cols;
  initial begin
    if ((N <= 0) || (N > 8)) begin
      $error("N must be within 0 and 8.");
    end
    if (ROWS != COLS) begin
      $error("Non square led arrays are not supported. (%dx%d)", ROWS, COLS);
    end
    if (ROWS < N) begin
      $error("ROWS/COLS must be >= than the size of the Conway Grid.");
    end
  end
  decoder_3_to_8 COL_DECODER(ena, x, cols);
  wire [N*N-1:0] leds;
  generate
    genvar row;
    for(row = 0; row < N; row++) begin
      always_comb begin : rowDriver
        rows[row] = ena & ~|(cells[(row*N)+N-1:row*N] & cols);
      end
    end
  endgenerate
endmodule
`default_nettype wire  
`default_nettype none  
module main(clk, buttons, leds, rgb, cols, rows);
  parameter game_divider = 23;  
  parameter display_divider = 12;  
  parameter N = 5;  
  parameter M = N + 2;  
  initial if (N < 3) $error("N has to be >= 3 to make for interesting patterns.");
  initial if (M !== (N+2)) $error("M must N+2=%d, not %d", N+2,M);  
  input wire clk;
  input wire [1:0] buttons;
  logic rst; always_comb rst = buttons[0];  
  output logic [1:0] leds;
  output logic [2:0] rgb;
  output wire [N-1:0] cols;
  output wire [N-1:0] rows;
  logic [game_divider:0] game_counter;
  logic [display_divider:0] display_counter;
  logic rst_game; always_comb rst_game = buttons[0] | buttons[1];
  logic step_game;
  logic [$clog2(N):0] x;
  wire [M*M-1:0] bordered_cells_q;  
  wire [M*M-1:0] bordered_cells_d; 
  logic [M*M-1:0] bordered_cells_0;  
  logic [N*N-1:0] cells_q;  
  logic [N*N-1:0] cells_0;  
  always_comb begin : io_logic 
      leds[0] = buttons[0] ^ buttons[1];
      leds[1] = buttons[0] & buttons[1];
      rgb[0] = ~( buttons[0] & ~buttons[1]);
      rgb[1] = ~(~buttons[0] &  buttons[1]);
      rgb[2] = ~( buttons[0] &  buttons[1]);
  end
  led_array_driver #(.ROWS(N), .COLS(N), .N(N)) LED_DRIVER (
    .ena(1'b1),
    .cells(cells_q),
    .x(x),
    .rows(rows[N-1:0]),
    .cols(cols[N-1:0])
  );
  always_comb begin 
    bordered_cells_0[M*M-1:M*M/2+2] = 0;
    bordered_cells_0[M*M/2+1:M*M/2-1] = 3'b111;
    bordered_cells_0[M*M/2-2:0] = 0;
  end
  function int cell_index(int i, int j);
    cell_index = M*j + i;
  endfunction
  generate
    genvar i;
    genvar j;
    for (i = 0; i < M; i = i + 1) begin : cells_x
      for (j = 0; j < M; j = j + 1) begin : cells_y
        if ( (i > 0) && (i < (M-1)) && (j > 0) && (j < (M-1)) ) begin
          conway_cell CELL(
            .clk(clk), .rst(rst_game), .ena(step_game),
            .neighbors({
              bordered_cells_q[cell_index(i-1, j-1)],
              bordered_cells_q[cell_index(i-1, j  )],
              bordered_cells_q[cell_index(i-1, j+1)],
              bordered_cells_q[cell_index(i  , j+1)],
              bordered_cells_q[cell_index(i+1, j+1)],
              bordered_cells_q[cell_index(i+1, j  )],
              bordered_cells_q[cell_index(i+1, j-1)],
              bordered_cells_q[cell_index(i  , j-1)]
            }),
            .state_0(bordered_cells_0[cell_index(i, j)]),
            .state_d(bordered_cells_d[cell_index(i, j)]),
            .state_q(bordered_cells_q[cell_index(i, j)])
          );
        end else begin  
          assign bordered_cells_q[cell_index(i,j)] = bordered_cells_0[cell_index(i,j)];
          assign bordered_cells_d[cell_index(i,j)] = 0;
        end
      end
    end
    for (i = 0; i < N; i = i + 1) begin
      always_comb begin
          cells_q[N*(i+1)-1:N*i] = bordered_cells_q[M*(i+2)-2:M*(i+1)+1];
          cells_0[N*(i+1)-1:N*i] = bordered_cells_0[M*(i+2)-2:M*(i+1)+1];
      end
    end
  endgenerate
  parameter faster_divider = 15;
  always_ff @(posedge clk) begin : clocks_and_dividers  
    if (rst) begin
        game_counter <= 0;
        display_counter <= 0;
        x <= 0;
    end
    else begin
        if (game_counter[game_divider]) begin
          game_counter <= 0;
        end
        else begin 
          game_counter <= game_counter + 1;
        end
        if(display_counter[display_divider]) begin
          display_counter <= 0;
          if(x >= (N-1)) begin
            x <= 0;
          end
          else begin
            x <= x + 1;
          end
        end
        else begin
          display_counter <= display_counter + 1;
        end
    end
  end  
  always_comb step_game = game_counter[game_divider];  
endmodule
`default_nettype wire  
module full_adder(a, b, c_in, c, y);
input wire a;
input wire b;
input wire c_in;
output logic y;
output logic c;
always_comb begin
  y = a ^ b ^ c_in;
  c = (a & b) | (b & c_in) | (c_in & a);
end
endmodule
==> results.txt <==
Results of an implementation run.

18 I/O pins were placed. The flow ran to the end, and the final reports show no timing, DRC or antenna violations. Dividing the detail-routed wire length by the instance count gives 11.0 um. The category of the critical setup timing path is input port to primary output. For the final database, setup skew stands at 4.83 ps. The clock network burns 35.8% of the power.

The worst setup path is captured at a primary output. RePlAce ended its routability-driven mode at a weighted congestion of 0.734. The initial antenna violation count is 0.

The final report lists the setup-violating endpoint count as 0. The die span in x is 71.5 um. The maximum achievable frequency is 0.288 GHz. The detail-routed via count per cell is 5.15. Setup repair after global routing left no endpoint under its margin. Looking at the VDD voltage map, the peak drop is 0.0959 mV. The total wire length after detailed routing is 3120 um. Counting cells, the worst reg-to-reg path comes to 5.

The CTS report gives the tree buffer count as 5. The critical path's slowest stage uses the library cell sky130_fd_sc_hd__clkdlybuf4s50_1. The report gives the cell count of the worst hold path as 1.

Synthesis inferred 42 register bits. The min-delay analysis places its worst path in the category register to register. The worst endpoint required time is 3920 ps.

Per the summary, power density relative to cell area is 268 nW/um^2. The number of buffers inserted to repair setup after CTS is 0. The clock tree from TritonCTS is done.

The wire-length estimate of the detail-placed layout is 2130 um. The critical path's top delay family is buffers and inverters. STA puts the critical path data arrival time at 2490 ps. The flow reports that combinational logic draws 3.9% of the design power. The timing report gives the biggest stage delay along the critical path as 660 ps. A synthesized cell averages 8.90 um^2. The number of pins with negative max-slew slack in the final report is 0. The number of standard cells reported by yosys is 217. The number of clock sinks came to 42. The total core area is 4500 um^2. The effective utilization at floorplan is 42.9%. The hold violation total from the final report is 0. Across the run, the number of max-cap violations was 0.

The wire length of the first global-routing pass is 5670 um. The placed standard-cell area is 2080 um^2. The remaining antenna violation count after routing is 0. The iteration count of the initial detailed-routing pass is 4.

The sum of overflow across all layers after global routing is 0. The fraction of layout instances using a drive strength above 1 is 6.06%. The type of element launching the critical path is an input port. The power report puts the leakage power at 0.000784 uW. The chip height is 71.5 um. The script reports the combined buffer and inverter count of the critical path as 3.

In this run the tools logged warnings totalling 28. Overall routing resource usage recorded by global route was 13.8%. In this run the deepest clock path goes through 2 buffers.

Traced cell by cell, the critical path runs through clkdlybuf4s50_1, inv_1, ha_1, clkdlybuf4s50_1. Sequential elements use 43.5% of the synthesized area. After clock tree synthesis, the clock-pin slew on the worst setup and hold paths is 70 ps. The Yosys step of the flow raised 0 warnings.

Entering global routing, the biggest net connects 23 pins. The top fanout value on the critical path is 10. The post-layout minimum cycle time is 3470 ps.

Post-CTS repair changed the size of 0 cells. In the routed netlist, the antenna diode instances number 0. The number of global-route vias before repair is 1278. Counting every instance in the synthesized netlist gives 217. The H-tree generated during clock tree synthesis spans 2 levels.

The sequential group share of total power is 60.3%. The number of core rows is 24. The number of hold-repair buffers added at the cts stage is 0. After routing, the total negative slack on setup checks comes to 0 ps. The net switching fraction of the power is 21.9%.

The count of buffers from port buffering is 13. The total DRC errors in the routed layout is 0. In this run the layout overhead on the synthesized area is reported as 11.9%. At the later pin of the worst-skew pair, clock insertion delay measures 290 ps. The library cell appearing most often on the critical path is sky130_fd_sc_hd__clkdlybuf4s50_1.

Synthesis instantiated 35 different standard cells from the library. The net switching power of the design is 127 uW. The cell at the root of the clock tree is sky130_fd_sc_hd__clkbuf_8. The summed instance area of the synthesized netlist is 1930 um^2. The number of DRC markers in iteration 0 is 59. The number of vias in the routed layout is 1457.

The post-route fraction of the period consumed by the critical path is 70.9%. The power report lists cell-internal power as 452 uW. After floorplanning, the die was sized to cover 5110 um^2. The number of fillers in the final layout is 436.

The post-synthesis chip area from yosys is 1930 um^2. The instance count on the critical path is 4. The finished cells cover 2160 um^2.
-- flip-flops by register name, summed over array words and instances, names as in the netlist --
name	flops
cells_x.cells_y.genblk1.CELL.state_q	1
display_counter	13
x	4
game_counter	24
-- final timing paths --
kind	start	end	slack (ps)
worst max register to register	game_counter[0]	game_counter[14]	3170
worst max-delay path	buttons[0]	leds[0]	1430
worst min-delay path	display_counter[0]	display_counter[0]	450
worst min register to register	display_counter[0]	display_counter[0]	450
-- cells in the mapped netlist --
library cell,instances,area [um^2]
sky130_fd_sc_hd__nand2_1,10,37.5
sky130_fd_sc_hd__clkbuf_1,4,15.0
sky130_fd_sc_hd__nand2b_1,2,12.5
sky130_fd_sc_hd__and3_1,8,50.1
sky130_fd_sc_hd__nor3b_1,2,15.0
sky130_fd_sc_hd__nor2_1,29,109
sky130_fd_sc_hd__or4_1,7,52.6
sky130_fd_sc_hd__dfxtp_1,42,841
sky130_fd_sc_hd__and2_1,3,18.8
sky130_fd_sc_hd__and4_1,3,26.3
sky130_fd_sc_hd__nand3_4,1,17.5
sky130_fd_sc_hd__nand3_1,18,90.1
sky130_fd_sc_hd__ha_1,7,87.6
sky130_fd_sc_hd__o31ai_1,7,52.6
sky130_fd_sc_hd__or3_1,2,12.5
sky130_fd_sc_hd__o21ai_0,1,5.00
sky130_fd_sc_hd__inv_1,9,33.8
sky130_fd_sc_hd__o211ai_1,1,7.51
sky130_fd_sc_hd__conb_1,1,3.75
sky130_fd_sc_hd__nand2_2,1,6.26
sky130_fd_sc_hd__or2_2,1,6.26
sky130_fd_sc_hd__buf_4,5,37.5
sky130_fd_sc_hd__nor4_1,4,25.0
sky130_fd_sc_hd__and4_4,1,11.3
sky130_fd_sc_hd__xnor2_1,10,87.6
sky130_fd_sc_hd__mux2_2,1,11.3
sky130_fd_sc_hd__a31o_1,1,8.76
sky130_fd_sc_hd__nand4_4,1,21.3
sky130_fd_sc_hd__or2_0,1,6.26
sky130_fd_sc_hd__o21ai_1,2,10.0
sky130_fd_sc_hd__buf_6,1,11.3
sky130_fd_sc_hd__nor3_1,4,20.0
sky130_fd_sc_hd__nand4_1,4,25.0
sky130_fd_sc_hd__xor2_1,11,96.3
sky130_fd_sc_hd__a21oi_1,12,60.1
-- logic make-up (layout without fill, tap and decap cells) --
family,after synthesis,after routing,synth area share [%]
xor gates and xnor gates,21,21,9.52
and+or+nand+nor,102,102,29.1
adders and majority gates,7,7,4.53
AOI/OAI and AO/OA,24,24,7.45
DFF,42,42,43.5
other,1,4,0.194
buffers and inverters,19,30,5.05
muxes,1,1,0.583
-- final cells by class --
type	instances	area, um^2	share of cell area, %
Multi-Input combinational cell	159	1000	46.5
Sequential cell	42	841	38.9
Timing Repair Buffer	14	138	6.37
Clock buffer	5	68.8	3.18
Tap cell	52	65.1	3.01
Inverter	9	33.8	1.56
Clock inverter	2	10.0	0.463
-- routing by layer --
layer	up-vias	GRT usage [%]	share of wire (%)
met2	25	20.4	41
met4	0	1.96	1.7
met5	-	0	0
met1	652	21.9	53
met3	6	3.28	4.1
li1	774	-	-
-- cell usage in the layout, fill, tap and decap left out, types with 2 or more instances in the layout --
master                            instances
sky130_fd_sc_hd__dfxtp_1                 42
sky130_fd_sc_hd__nor2_1                  29
sky130_fd_sc_hd__xnor2_1                 10
sky130_fd_sc_hd__nand2_1                 10
sky130_fd_sc_hd__nand4_1                  4
sky130_fd_sc_hd__and3_1                   8
sky130_fd_sc_hd__nand3_1                 18
sky130_fd_sc_hd__ha_1                     7
sky130_fd_sc_hd__and4_1                   3
sky130_fd_sc_hd__inv_1                    9
sky130_fd_sc_hd__and2_1                   3
sky130_fd_sc_hd__clkdlybuf4s50_1         13
sky130_fd_sc_hd__or4_1                    7
sky130_fd_sc_hd__clkinv_2                 2
sky130_fd_sc_hd__nand2b_1                 2
sky130_fd_sc_hd__nor3b_1                  2
sky130_fd_sc_hd__o21ai_1                  2
sky130_fd_sc_hd__nor3_1                   4
sky130_fd_sc_hd__xor2_1                  11
sky130_fd_sc_hd__o31ai_1                  7
sky130_fd_sc_hd__clkbuf_8                 5
sky130_fd_sc_hd__a21oi_1                 12
sky130_fd_sc_hd__or3_1                    2
sky130_fd_sc_hd__conb_1                   4
sky130_fd_sc_hd__nor4_1                   4
-- power by group through the flow --
stage,clock (uW),combinational (uW),sequential [uW]
5_1_grt,228,25.7,350
6_report,208,22.3,349
4_1_cts,218,22.8,349
-- metrics by stage --
| stage | util (%) | std cells | setup slack [ps] | hold WS (ps) | total power (uW) |
|---|---|---|---|---|---|
| floorplan | - | 220 | 2660 | 413 | 370 |
| global placement | 46.2 | 276 | 1430 | 429 | 380 |
| detailed placement | 46.2 | 276 | 1420 | 434 | 379 |
| CTS | 48.0 | 283 | 1410 | 451 | 590 |
| global route | 48.0 | 283 | 1320 | 471 | 604 |
| finish | 48.0 | 283 | 1430 | 446 | 579 |
Power and IR drop assume default switching activity.
