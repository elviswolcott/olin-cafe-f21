### design.v
module shift_left_logical(in, shamt, out);
parameter N = 32;  
input wire [N-1:0] in;             
input wire [$clog2(N)-1:0] shamt;  
output logic [N-1:0] out;       
endmodule
module shift_right_arithmetic(in,shamt,out);
parameter N = 32;  
input  wire [N-1:0] in;     
input  wire [$clog2(N)-1:0] shamt;  
output wire [N-1:0] out;  
endmodule
module shift_right_logical(in,shamt,out);
parameter N = 32;  
input  wire [N-1:0] in;     
input  wire [$clog2(N)-1:0] shamt;  
output wire [N-1:0] out;   
endmodule
`timescale 1ns/1ps
`default_nettype none
module adder_1(a, b, c_in, sum, c_out);
input wire a, b, c_in;
output logic sum, c_out;
logic half_sum;
logic a_and_b;
always_comb begin : adder_gates
  a_and_b = a & b;
  half_sum = a ^ b;
  c_out = a_and_b | (half_sum & c_in);
  sum = half_sum ^ c_in;
end
endmodule
`timescale 1ns/1ps
`default_nettype none
module adder_n(a, b, c_in, sum, c_out);
parameter N = 2;
input  wire [N-1:0] a, b;
input wire c_in;
output logic [N-1:0] sum;
output wire c_out;
wire [N:0] carries;
assign carries[0] = c_in;
assign c_out = carries[N];
generate
  genvar i;
  for(i = 0; i < N; i++) begin : ripple_carry
    adder_1 ADDER (
      .a(a[i]),
      .b(b[i]),
      .c_in(carries[i]),
      .sum(sum[i]),
      .c_out(carries[i+1])
    );
  end
endgenerate
endmodule
`timescale 1ns/1ps
`default_nettype none
typedef enum logic [3:0] {
  ALU_AND  = 4'b0001,
  ALU_OR   = 4'b0010,
  ALU_XOR  = 4'b0011,
  ALU_SLL  = 4'b0101,
  ALU_SRL  = 4'b0110,
  ALU_SRA  = 4'b0111,
  ALU_ADD  = 4'b1000,
  ALU_SUB  = 4'b1100,
  ALU_SLT  = 4'b1101,
  ALU_SLTU = 4'b1111
} alu_control_t;
function string alu_control_name(alu_control_t control);
  case(control)
    ALU_AND  : alu_control_name = " AND ";
    ALU_OR   : alu_control_name = " OR  ";
    ALU_XOR  : alu_control_name = " XOR ";
    ALU_SLL  : alu_control_name = " SLL ";
    ALU_SRL  : alu_control_name = " SRL ";
    ALU_SRA  : alu_control_name = " SRA ";
    ALU_ADD  : alu_control_name = " ADD ";
    ALU_SUB  : alu_control_name = " SUB ";
    ALU_SLT  : alu_control_name = " SLT ";
    ALU_SLTU : alu_control_name = " SLTU";
    default  : alu_control_name = "UNDEF";
  endcase
endfunction
module alu(a, b, control, result, overflow, zero, equal);
parameter N = 32;  
input wire [N-1:0] a, b;  
input alu_control_t control;  
output logic [N-1:0] result;  
output logic overflow;  
output logic zero;   
output logic equal;  
logic [N-1:0] r_and, r_or, r_xor, r_ors, r_bool, r_sra, r_srl, r_sll, r_shifters, sum, b_in, r_comp, r_add_sub, r_slt, r_sltu;
logic diff_sign, unexpected_sign, shamt_overflow, c_in, c_out;
always_comb begin : booleanLogic
  r_and = a & b;
  r_or = a | b;
  r_xor = a ^ b;
  r_ors = control[0] ? r_xor : r_or;
  r_bool = control[1] ? r_ors : r_and;
end
shift_left_logical #(.N(N)) SLL(a, b[$clog2(N)-1:0], r_sll);
shift_right_logical #(.N(N)) SRL(a, b[$clog2(N)-1:0], r_srl);
shift_right_arithmetic #(.N(N)) SRA(a, b[$clog2(N)-1:0], r_sra);
always_comb begin : shifters
  shamt_overflow = | b[N-1:$clog2(N)];
  r_shifters = shamt_overflow ? 32'b0 : control[1] ? (control[0] ? r_sra : r_srl) : r_sll;
end
adder_n #(.N(N)) ADD_SUB(a, b_in, c_in, sum, c_out);
always_comb begin : addSubtract
  b_in = control[2] ? ~b : b;
  c_in = control[2];
  r_add_sub = control[0] ? r_comp : sum;
end
always_comb begin : sltSltu
  r_sltu = {{N-1{1'b0}},~c_out};
  r_slt = {{N-1{1'b0}},diff_sign ? a[N-1] : sum[N-1]};
  r_comp = control[1] ? r_sltu : r_slt;
end
always_comb begin : isEqual
  equal = & (~r_xor);
end
always_comb begin : isZero
  zero = ~ (| result);
end
always_comb begin : willOverflow
  diff_sign = a[N-1] ^ b[N-1];
  unexpected_sign = sum[N-1] ^ a[N-1];
  overflow = control[3] ? (control[2] ? (diff_sign & unexpected_sign) : ~diff_sign & unexpected_sign) : 0;
end
always_comb begin : resultSelection
  result = control[3] ? (r_add_sub) : (control[2] ? r_shifters : r_bool);
end
endmodule
### run.sh
#!/bin/bash
# OpenROAD 26Q1-2900-gdf79404cd8, Yosys 0.63+post, stock flow scripts
make -C /OpenROAD-flow-scripts/flow DESIGN_CONFIG=/design/flow/config.mk WORK_HOME=/design/flow/orfs finish
### config.mk
export PLATFORM = sky130hd
export DESIGN_NAME = alu
export DESIGN_NICKNAME = alu
export VERILOG_FILES = /design/flow/design.v
export SDC_FILE = /design/flow/constraint.sdc
export NUM_CORES = 4
export LEC_CHECK = 1
export CORE_UTILIZATION = 30
export SYNTH_HDL_FRONTEND = slang
### constraint.sdc
current_design alu

set clk_period 32.3
set clk_io_pct 0.2

create_clock -name clk0 -period $clk_period

set non_clock_inputs [all_inputs -no_clocks]
set_input_delay [expr $clk_period * $clk_io_pct] -clock clk0 $non_clock_inputs
set_output_delay [expr $clk_period * $clk_io_pct] -clock clk0 [all_outputs]
==> flow_summary.yaml <==
# synthesis and place-and-route metrics
status:
  outcome: "completed"
die:
  ios: 103
  fp_util_pct: 31.3
  num_rows: 37
  coreArea_mm2: 0.0105
  fp.dieH_um: 107
  fp.dieW_um: 107
  dieArea_mm2: 0.0114
logic_synthesis:
  synth_area_mm2: 0.00328
  ys_cells: 432
  postSynthSeqShare_pct: 0
  syn_inst: 432
  yosys-stat-area_mm2: 0.00328
  yosysUniqueCellTypes: 39
  avgSynthCellArea_um2: 7.59
  yosys_warnings: 96
route:
  antenna_cells: 0
  viasPerCell: 4.88
  vias: 3191
  drt_iter0_markers: 124
  wl_per_cell_um: 15.4
  dr.pass1.iters: 4
  drc: 0
  antenna_left: 0
  wl_mm: 10.1
critical_path:
  cp-end-kind: "output port"
  path_depth: 41
  cp_max_fo: 4
  cp.arrival_ns: 22.21
  cp_slowest_stage_delay_ns: 0.54
  crit_buf_inv: 4
  critical_path_class: "in -> out"
  crit_family: "adder cells"
  start_kind: "input port"
  critPathRequiredTime_ns: 25.84
  cpMostUsedCell: "fa_1"
  crit_slowest_cell: "clkdlybuf4s50_1"
layout:
  stdcell_area_mm2: 0.00442
  nFlopsAndLatches: 0
  drive_gt1_share_pct: 3.28
  final_cells: 654
  nClkBuffers: 0
  seq_area_um2: 0
  logic_area_mm2: 0.00294
  syn2layout_area_growth_pct: 34.8
  most-common-layout-cells: "clkdlybuf4s50_1 (100), inv_1 (67), ha_1 (64)"
  layout_top_cell: "clkdlybuf4s50_1"
  fillCellCount: 1055
timing:
  rsz0062_at_grt: "no"
  min_period_over_period_pct: 88.8
  fin_tns_setup_ns: 0
  relSlewSlack_pct: 55.4
  min_period_ns: 28.67
  slew_viol_final: 0
  tightest_slew_ns: 0.670
  finalHoldViolCount: 0
  max_freq_ghz: 0.0349
  setup_viol: 0
clock_network:
  cts_setup_buffers: 0
  post_cts_resize_count: 0
  hold_buffers: 0
global_route:
  antenna_found_initial: 0
  grt.total_usage_pct: 18.3
  use_met2_pct: 30.5
  grt-busiest-layer: "met2"
  grt_overflow: 0
  globalRouteMet1Util_pct: 27.7
  grt_max_degree: 73
  grt_util_met3_pct: 1.44
  grt_pass1_wl_mm: 16.0
  grt_pass1_vias: 3163
pwr:
  p_leak_nw: 2.04
  ir_worst_vdd_mv: 0.00758
  p_per_area_mw_per_mm2: 17.2
placed_design:
  placed_area_mm2: 0.00442
  place.gp.congestion: 0.906
  portBuffers: 103
  dp_cells: 654
  hpwlAfterDp_mm: 8.50
job:
  warnings: 64
  maxCapViolations: 0
hold_path:
  hold_depth: 5
  worstHoldPathType: "in -> out"
-- layout make-up --
class                      count  area share [%]
multi-input combinational    343            66.6
tap                          136            3.85
timing repair buffer         108            23.8
inverter                      67            5.69
-- final timing paths --
path,startpoint,endpoint,slack [ns]
max,b[0],zero,3.63
min,control[1],result[17],14.02
-- per-stage QoR --
step	worst slack, ns	power, mW	util [%]	hold WS (ns)
2_1_floorplan	4.81	0.0397	-	13.01
3_3_place_gp	3.61	0.0757	42.2	14.02
3_5_place_dp	3.49	0.0758	42.2	14.01
4_1_cts	3.46	0.0765	42.2	14.02
5_1_grt	2.94	0.0850	42.2	14.08
6_report	3.63	0.0758	42.2	14.02
-- power breakdown --
group          internal, mW  switching (mW)  leakage, nW
clock network             0               0            0
registers                 0               0            0
logic                0.0386          0.0372         2.04
-- synthesized netlist by cell type (9+ instances only) --
cell      instances  area, um^2
ha_1             64         801
nor2_1           14        52.6
o21ai_0          46         230
mux2i_1          13         130
inv_1            67         251
xor2_1           31         272
nor4_1           13        81.3
o211ai_1         11        82.6
nand2_1          52         195
fa_1             31         621
a21oi_1           9        45.0
clkbuf_1         17        63.8
-- layer usage --
layer	share of wire, %	up-vias
li1	-	1621
met1	47	1463
met2	45	105
met3	6.9	2
met4	0.34	0
met5	0	-
-- cells by family (layout without fill, tap and decap cells) --
group           count (synthesis)  in the layout  synth area share (%)
buf+inv                        89            175                  10.3
simple gates                  110            110                  16.2
compound gates                 89             89                  16.3
xor+xnor                       34             34                  9.08
mux                            15             15                  4.77
fa+ha+maj                      95             95                  43.3
Power figures rest on the tool's default switching activity, not on a simulated workload.
